--- design/flow/config.mk ---
export PLATFORM = sky130hd
export DESIGN_NAME = Comparison
export DESIGN_NICKNAME = Comparison
export VERILOG_FILES = /design/flow/design.v
export SDC_FILE = /design/flow/constraint.sdc
export NUM_CORES = 4
export LEC_CHECK = 1
export CORE_AREA = 10 10 70 70
export DIE_AREA = 0 0 80 80
--- design/flow/constraint.sdc ---
current_design Comparison

set clk_period 3.6
set clk_io_pct 0.2

create_clock -name clk0 -period $clk_period

set non_clock_inputs [all_inputs -no_clocks]
set_input_delay [expr $clk_period * $clk_io_pct] -clock clk0 $non_clock_inputs
set_output_delay [expr $clk_period * $clk_io_pct] -clock clk0 [all_outputs]
--- design/flow/design.v ---
module Comparison(X, Y, Select, Out);
input [3:0] X,Y;
input [1:0] Select;
output[7:0] Out;
wire [7:0] EQ, GR, LT, MX;
EQUAL E (.X(X), .Y(Y), .Z(EQ));
GREATER G (.X(X), .Y(Y), .Z(GR));
LESS_THAN L (.X(X), .Y(Y), .Z(LT));
MAX M (.X(X), .Y(Y), .Z(MX));
Mux MU ({4'b0000,EQ}, {4'b0000,GR}, {4'b0000,LT}, {4'b0000,MX}, Select, Out); 
endmodule
module EQUAL(X, Y, Z);
input [3:0] X,Y;
output Z;
wire[3:0] W;
wire out1, out2;
EQUALS_gate E1 (X[3], Y[3], W[3]);
EQUALS_gate E2 (X[2], Y[2], W[2]);
EQUALS_gate E3 (X[1], Y[1], W[1]);
EQUALS_gate E4 (X[0], Y[0], W[0]);
AND_gate A1 (W[3], W[2], out1);
AND_gate A2 (W[1], W[0], out2);
AND_gate A3 (out1, out2, Z);
endmodule
module GREATER(X, Y, Z);
input [3:0] X,Y;
output Z;
wire [3:0] G, S;
wire[4:0] W;
wire OR1, OR2;
BIT_GREATER BG1 (X[3], Y[3], G[3], S[3]);
BIT_GREATER BG2 (X[2], Y[2], G[2], S[2]);
BIT_GREATER BG3 (X[1], Y[1], G[1], S[1]);
BIT_GREATER BG4 (X[0], Y[0], G[0], S[0]);
AND_gate AND1 (S[3], G[2], W[0]);
AND_gate AND2 (S[3], S[2], W[1]);
AND_gate AND3 (W[1], G[1], W[2]);
AND_gate AND4 (W[1], S[1], W[3]);
AND_gate AND5 (W[3], G[0], W[4]);
OR_gate O1 (G[3],W[0], OR1);
OR_gate O2 (W[2], W[4], OR2);
OR_gate O3 (OR1, OR2, Z);
endmodule
module LESS_THAN(X,Y,Z);
input [3:0] X,Y;
output Z;
wire [2:0] W;
EQUAL E1(X,Y, W[0]);
GREATER G1(X,Y,W[1]);
OR_gate O1 (W[0], W[1], W[2]);
NOT_gate N1(W[2], Z);
endmodule
module MAX(X, Y, Z);
input [3:0] X,Y;
output [3:0] Z;
wire GT, NGT;
wire [3:0] XGT, YNGT;
GREATER G1 (X, Y, GT);
NOT_gate N1 (GT, NGT);
AND_gate A1 (GT, X[0], XGT[0]);
AND_gate A2 (GT, X[1], XGT[1]);
AND_gate A3 (GT, X[2], XGT[2]);
AND_gate A4 (GT, X[3], XGT[3]);
AND_gate A5 (NGT, Y[0], YNGT[0]);
AND_gate A6 (NGT, Y[1], YNGT[1]);
AND_gate A7 (NGT, Y[2], YNGT[2]);
AND_gate A8 (NGT, Y[3], YNGT[3]);
OR_gate O1 (XGT[0], YNGT[0], Z[0]);
OR_gate O2 (XGT[1], YNGT[1], Z[1]);
OR_gate O3 (XGT[2], YNGT[2], Z[2]);
OR_gate O4 (XGT[3], YNGT[3], Z[3]);
endmodule
module BIT_GREATER(X, Y, X_GREATER, BITS_SAME);
input X, Y;
output X_GREATER, BITS_SAME;
wire W1, W2, W3, W4;
AND_gate AND1 (X,Y, W1);
OR_gate OR1 (X, Y, W2);
NOT_gate NOT1 (W2, W3);
OR_gate OR2 (W1, W3, BITS_SAME);
NOT_gate NOT2 (Y, W4);
AND_gate AND2 (X, W4, X_GREATER);
endmodule
module OR_gate(x,y,z);
input x,y;
output z;
assign z = x|y;
endmodule
module AND_gate(x,y,z);
input x,y;
output z;
assign z = x&y;
endmodule
module XOR_gate(x,y,z);
input x,y;
output z;
assign z = x^y;
endmodule
module NOT_gate(x, z);
input x;
output z;
assign z = ~x;
endmodule
module EQUALS_gate(x, y, z);
input x, y;
output z;
wire[3:0] w;
AND_gate A1 (x, y, w[0]);
NOT_gate N1 (x, w[1]);
NOT_gate N2 (y, w[2]);
AND_gate A2 (w[1],w[2],w[3]);
OR_gate O1(w[3],w[0],z);
endmodule
module Mux(A, B, C, D, Select, Out);
input [7:0] A, B, C, D;
input [1:0] Select;
output[7:0] Out;
reg [7:0] rOut;
always @(Select)
begin
if(Select[1] == 0)
	begin
		if(Select[0] == 0)
			begin
				 rOut <= A;
			end
		else
			begin
				 rOut <= B;
			end
	end
else
	begin
	if(Select[0] == 0)
			begin
				 rOut <= C;
			end
		else
			begin
				 rOut <= D;
			end
	end
end	
assign Out = rOut;
endmodule
--- design/flow/run.sh ---
#!/bin/bash
# OpenROAD 26Q1-2900-gdf79404cd8, Yosys 0.63+post, stock flow scripts
make -C /OpenROAD-flow-scripts/flow DESIGN_CONFIG=/design/flow/config.mk WORK_HOME=/design/flow/orfs finish
==> metrics.cfg <==
[sta]
final-max-slew-violation-count = 0
timing.final.crit_share = 0.938
min_period_ps = 3380
fmax_mhz = 296
hold_slack_ps = 2450
rsz0062_at_grt = no
finalSetupTns_ps = 0
hold_viol = 0
setup_viol = 0
fin_ws_ps = 223

[placement]
dp.cells = 90
routabilityCongestion = 0.685
place_ws_ps = 195
io_buffers = 14
hpwl_microns = 652

[grt]
grt_overflow = 0
grt.total_usage = 0.0217
grt_pass1_vias = 231
grt_max_degree = 6
antenna_found_initial = 0
grt_pass1_wl_microns = 1160

[min_path]
hold_class = in2out
hold_depth = 4
hold_end = Out[1]
worst_hold_startpoint = Y[1]

[worst_setup_path]
crit_chain = clkdlybuf4s50_1 -> inv_1 -> ha_1 -> nand2_1 -> o21ai_2 -> o221ai_1 -> o21ai_0 -> clkdlybuf4s50_1
critPathSlowestCell = clkdlybuf4s50_1
crit_buf_inv = 3
crit_required_ps = 2880
cpMostUsedCell = clkdlybuf4s50_1
cp_max_fo = 5
cp-end-kind = output pin
crit_family = buffers and inverters
worstPathArrival_ps = 2660
worstSetupPathType = in2out
critPathLaunchType = primary input
critPathMaxStageDelay_ps = 490

[detailed_routing]
first_pass_iters = 2
drc = 0
antenna-diode-count = 0
wl_microns = 716
vias = 233
drt_first_iter_violations = 2
wl_per_cell_microns = 7.96
vias_per_cell = 2.59
antenna_left = 0

[power_and_ir_drop]
power_mw = 0.0398
switching_share = 0.387
pwr_density_cell_mw_per_mm2 = 102
p_comb_frac = 1.000
sequentialPowerShare = 0
pwr-share-clk = 0
power_leakage_nw = 0.160
ir_drop_mv = 0.0119
power.switching_mw = 0.0154
internal_power_mw = 0.0244

[synthesis]
postSynthSeqShare = 0
simple_gate_share = 0.160
mux_share = 0.142
synth_area_per_cell_sq_um = 6.82
synth.logic.top_family = adder cells
ys_cells = 31
ys_warn_count = 9
adder_share = 0.237
xor_area_frac = 0.0414
ys_sh_aoi = 0.189
yosysUniqueCellTypes = 15
mappedNetlistArea_sq_um = 211
synthCells = 31
ys_chip_area_sq_um = 211

[floorplan]
rows = 21
coreArea_sq_mm = 0.00342
top_level_ports = 18
die_area_sq_mm = 0.00640
dieHeight_microns = 80
fp_util = 0.0619
die_w_microns = 80

[final_layout]
layout_top_cell = clkdlybuf4s50_1
sequential_cell_total = 0
clockBufferCount = 0
area_growth_pct = 84.6
filler_cell_count = 402
final_cells = 90
flop_area_sq_um = 0
layout-drive-gt1-share = 0.0227
mostFrequentLayoutCells = clkdlybuf4s50_1, inv_1, nor2_1, ha_1, conb_1

[clock_network]
post-cts-setup-buffers = 0
cts_repair_resize_count = 0
cts_hold_buf = 0

[status]
status = complete, no violations

[flow_run]
maxCapViolCount = 0
warnings = 32

[worst max path at each step]
stage / from / end / slack (ps) / cells past startpoint
CTS: Y[3] / Out[0] / 190 / 8
global route: Y[3] / Out[0] / 80 / 8
finish: Y[3] / Out[0] / 220 / 8
[synth_stat cells]
library cell | number | area share
a21oi_1 | 2 | 0.047
buf_4 | 4 | 0.14
conb_1 | 1 | 0.018
ha_1 | 4 | 0.24
inv_1 | 4 | 0.071
mux2i_1 | 3 | 0.14
nand2_1 | 2 | 0.036
nand3_1 | 1 | 0.024
nand4_1 | 1 | 0.030
nor2_1 | 4 | 0.071
o21a_1 | 1 | 0.036
o21ai_0 | 1 | 0.024
o21ai_2 | 1 | 0.041
o221ai_1 | 1 | 0.041
xor2_1 | 1 | 0.041
[cells by family (layout without fill, tap and decap cells)]
family / count (synthesis) / in the layout
simple gates: 8 / 8
xor+xnor: 1 / 1
mux: 3 / 3
fa+ha+maj: 4 / 4
other cells: 1 / 4
buf+inv: 8 / 18
compound gates: 6 / 6
[power by group through the flow]
| stage | clock network [mW] | registers, mW | logic [mW] |
|---|---|---|---|
| final | 0 | 0 | 0.0398 |
| after global routing | 0 | 0 | 0.0456 |
| after CTS | 0 | 0 | 0.0411 |
[cell type report]
cell class	instances	area [sq um]	share of cell area
repair buffers	14	140	0.359
inverters	4	15.0	0.0385
well taps	46	57.6	0.147
multi-input cells	26	178	0.455
[layer usage]
| metal | vias up | global-route usage | part of all wire |
|---|---|---|---|
| met5 | - | 0 | 0 |
| met3 | 0 | 0.00568 | 0.11 |
| met1 | 97 | 0.0303 | 0.42 |
| met2 | 11 | 0.0345 | 0.47 |
| met4 | 0 | 0 | 0 |
| li1 | 125 | - | - |
[through the flow]
stage	util	instance area, sq um
2_1_floorplan	-	223
3_3_place_gp	0.114	390
3_5_place_dp	0.114	390
4_1_cts	0.114	390
5_1_grt	0.114	390
6_report	0.114	390
Power figures rest on the tool's default switching activity, not on a simulated workload.

===== design/flow/run.sh =====
#!/bin/bash
# OpenROAD 26Q1-2900-gdf79404cd8, Yosys 0.63+post, stock flow scripts
make -C /OpenROAD-flow-scripts/flow DESIGN_CONFIG=/design/flow/config.mk WORK_HOME=/design/flow/orfs finish

===== design/flow/config.mk =====
export PLATFORM = sky130hd
export DESIGN_NAME = Magic
export DESIGN_NICKNAME = Magic
export VERILOG_FILES = /design/flow/design.v
export SDC_FILE = /design/flow/constraint.sdc
export NUM_CORES = 4
export LEC_CHECK = 1
export CORE_AREA = 10 10 99 99
export DIE_AREA = 0 0 109 109

===== design/flow/constraint.sdc =====
current_design Magic

set clk_period 2.6
set clk_io_pct 0.2

create_clock -name clk0 -period $clk_period [get_ports {ADC_CLK_10}]

set non_clock_inputs [all_inputs -no_clocks]
set_input_delay [expr $clk_period * $clk_io_pct] -clock clk0 $non_clock_inputs
set_output_delay [expr $clk_period * $clk_io_pct] -clock clk0 [all_outputs]

===== design/flow/design.v =====
module Magic(ADC_CLK_10,LEDR,sel);
input ADC_CLK_10;
output reg [9:0] LEDR;
input [1:0] sel;
reg slow = 0;
reg [16:0]  counter = 0;
reg [9:0] fakeLED = 1;
always @(posedge ADC_CLK_10)
begin
	counter <= counter + 1;
	if ( counter == 16'b1111111111111111)
		begin
			counter <= 0;
			slow <= ~slow;
		end
end
reg [4:0] count = 0;
always @ (posedge slow)
begin
	count <= count + 1;
	LEDR <= fakeLED;
	if(count < 9)
	begin
		fakeLED <= fakeLED*2;
	end
	else
	begin
		fakeLED <= fakeLED/2;
	end
	if(count == 19)
	begin
		count <= 0;
		fakeLED <= 1;
	end
end
endmodule

==> flow_metrics.env <==
# source this file to load flow results
export IMPL_status="finished clean"
export IMPL_final_util=0.243
export IMPL_drive_gt1_frac=0.0732
export IMPL_syn_area_per_cell_sq_um=10.5
export IMPL_cts_root_buf="clkbuf_8"
export IMPL_reg2reg_slack_ns=0.37
export IMPL_fill_cells=816
export IMPL_peakVddDrop_mv=0.375
export IMPL_top_area_cell="dfxtp_1"
export IMPL_antennaDiodeCount=0
export IMPL_cp_num_cells=8
export IMPL_drt_wl_total_microns=2350
export IMPL_tightest_slew_ns=0.645
export IMPL_grt_overflow=0
export IMPL_rsz0062_at_grt="no"
export IMPL_stdcell_count=266
export IMPL_vias=1046
export IMPL_hold_viol=0
export IMPL_drcViolationCount=0
export IMPL_post_cts_setup_buffer_count=0
export IMPL_portBuffers=10
export IMPL_die_x_microns=109
export IMPL_post_cts_resized=0
export IMPL_p_seq_frac=0.554
export IMPL_critPathLaunch="counter[0]"
export IMPL_crit_buf_inv=1
export IMPL_vias_per_cell=3.93
export IMPL_max_cap_violations=0
export IMPL_cts_buffers=3
export IMPL_clkLatencyLatePin_ns=0.25
export IMPL_fin_ws_ns=0.369
export IMPL_regArea_sq_um=871
export IMPL_yosysUniqueCellTypes=31
export IMPL_yosys_warnings=1
export IMPL_ys_cells=150
export IMPL_syn2layout_area_growth_pct=18.8
export IMPL_tritoncts="built"
export IMPL_first_iter_violations=49
export IMPL_worst_setup_path_end_kind="register"
export IMPL_hold_path_class="reg -> reg"
export IMPL_rows=32
export IMPL_critPathTopFamily="simple AND/OR/NAND/NOR gates"
export IMPL_cp_required_ns=2.75
export IMPL_p_sw_uw=89.0
export IMPL_yosysTopAreaCellShare=0.532
export IMPL_detail_route_antenna_nets=0
export IMPL_maxSlewViolCount=0
export IMPL_htreeDepth=1
export IMPL_critPathMostFrequentCell="ha_1"
export IMPL_setup_violations_final=0
export IMPL_die_y_microns=109
export IMPL_synthesis_area_sq_um=1580
export IMPL_cp_arrival_ns=2.38
export IMPL_coreArea_sq_um=7730
export IMPL_grt_usage=0.0386
export IMPL_openroad_warnings=27
export IMPL_p_leak_nw=0.670
export IMPL_r2r_start="counter[0]"
export IMPL_switching_share=0.178
export IMPL_postCtsHoldBufs=0
export IMPL_synthCells=150
export IMPL_pre_cts_slack_ns=0.374
export IMPL_grt_pass1_wl_microns=3950
export IMPL_cpPeakStageDelay_ns=0.44
export IMPL_max_freq_mhz=448
export IMPL_pwr_share_clk=0.446
export IMPL_untimed_endpoints=35
export IMPL_r2r_cells=8
export IMPL_drtPass1Iterations=4
export IMPL_critPathMaxFanout=15
export IMPL_place_hpwl_microns=1690
export IMPL_fp_util=0.205
export IMPL_crit_chain="ha_1, nand4_2, nor4_1, and3_1, ha_1, buf_4, nor2b_1, mux2_2"
export IMPL_gp_congestion=0.780
export IMPL_finClkSkew_ns=0.00654
export IMPL_finalClockPeriodUsage=0.858
export IMPL_dp_cells=262
export IMPL_placed_cell_area_sq_um=1820
export IMPL_final_area_sq_um=1880
export IMPL_antenna_found_initial=0
export IMPL_r2r_end="counter[15]"
export IMPL_slew_headroom=0.570
export IMPL_die_area_sq_um=11900
export IMPL_clockBufferDepth=2
export IMPL_path_clk_slew_ns=0.07
export IMPL_intPower_uw=412
export IMPL_synth_flops=43
export IMPL_logic_area_sq_um=667
export IMPL_path_class="reg -> reg"
export IMPL_ys_area_sq_um=1580
export IMPL_tns_ns=0
export IMPL_grt_max_degree=27
export IMPL_synthTopCellsByArea="dfxtp_1 53%, mux2i_1 5.1%, o2bb2ai_1 4.4%"
export IMPL_crit_path_top_delay_cell="nor4_1"
export IMPL_synth_seq_share=0.551
export IMPL_endpoint="counter[15]"
export IMPL_pwr_share_comb=0
export IMPL_unclocked_regs=25
export IMPL_grt_pass1_vias=921
export IMPL_period_needed_ns=2.23
export IMPL_wl_per_cell_microns=8.83
export IMPL_cp_start_kind="register"
export IMPL_num_io_pins=13
export IMPL_power_density_nw_per_um2=267
## cells in the mapped netlist, drive strengths merged
cell type	count
dfxtp	42
nor2	10
a21oi	8
mux2i	8
o21ai	8
o2bb2ai	8
inv	7
nand3	6
nand4	5
nor2b	5
o31ai	5
mux2	4
nand2	4
nor4	4
or4	4
clkbuf	3
ha	3
or3	3
and3	2
xnor2	2
xor2	2
a21boi	1
a22o	1
buf	1
edfxtp	1
nand3b	1
nor3b	1
o211ai	1
## how the worst min path moves through the flow
stage          start          to  depth (start not counted)
4_1_cts   counter[0]  counter[0]                          1
6_report  counter[0]  counter[0]                          1
5_1_grt   counter[0]  counter[0]                          1
## sequential cells by signal, summed over array words and instances, names as in the netlist
register  cells
fakeLED      10
count         5
counter      17
LEDR         10
slow          1
## kinds of logic after synthesis
kind of cell | Yosys count | synth area share
adders and majority gates | 3 | 0.0238
and+or+nand+nor | 45 | 0.163
xor gates and xnor gates | 4 | 0.0222
DFF | 43 | 0.551
buffers and inverters | 11 | 0.0269
AOI/OAI and AO/OA | 32 | 0.134
muxes | 12 | 0.0792
## layout make-up
cell class / instances / area share
clock buffer: 4 / 0.0293
tap: 102 / 0.0680
timing repair buffer: 14 / 0.0693
sequential: 43 / 0.464
multi-input combinational: 96 / 0.355
inverter: 7 / 0.0140
## placed cells by master (no fill, tap or decap), types with 3 or more instances in the layout
cell,n
nor2_1,10
or3_1,3
o2bb2ai_1,8
o21ai_0,8
or4_1,4
buf_4,4
nor4_1,4
a21oi_1,8
mux2i_1,8
nand4_1,4
nand2_1,4
clkdlybuf4s50_1,10
nor2b_1,5
clkbuf_8,4
ha_1,3
dfxtp_1,42
o31ai_1,5
inv_1,7
nand3_1,5
## stage by stage
step                hold WS, ns  power, mW
floorplan                 0.441      0.284
CTS                       0.494      0.511
finish                    0.480      0.501
global placement          0.461      0.284
detailed placement        0.479      0.284
global route              0.517      0.522
## power groups by stage
stage                   logic, mW  clock network [mW]  registers, mW
after CTS             0.000000291               0.233          0.278
after global routing  0.000000291               0.245          0.277
final                 0.000000291               0.223          0.278
## metal layers
metal	vias up	routed length, microns	GRT usage	part of all wire
met2	15	961	0.0617	0.41
li1	574	-	-	-
met4	0	0	0.000942	0
met1	457	1230	0.0537	0.52
met3	0	160	0.0114	0.068
met5	-	0	0	0
Power is estimated from default activity; no workload was simulated.

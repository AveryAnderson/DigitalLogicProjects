File: design/flow/design.v
module Clock_divider(inClock, outClock);
	input inClock;
	output reg outClock;
	reg [13:0] countTo = 0;
	always @ (posedge inClock) 
	begin
		countTo <= countTo + 1;
		if(countTo == 4999)
		begin
			countTo  <= 0;
			outClock <= ~outClock;
		end
	end
endmodule
module Count_down(clock, start, state, done);
	input    		clock;  
	input    [8:0] start;  
	input    [1:0] state;  
	output reg     done;   
	reg      [8:0] count;     
	always @ (posedge clock)
	begin
		if(state == 1)
		begin
			count = start;
		end
		if(state != 2)
		begin
			done = 0;
		end
		if(state == 2)
		begin
			if(count == 0)
			begin
				done = 1;
			end
			else
			begin
				count = count - 1;
			end
		end
	end
endmodule 
module Count_up(clock, state, count);
	input             clock;
	input 	  [ 1:0] state;
	output reg [19:0] count;
	always @ (posedge clock)
	begin
		if(state == 2)
		begin
			count = 0;
		end
		else if (state == 3)
		begin
			count = count + 1;
			if(count[3:0] == 10)
			begin
				count[3:0] = 0;
				count[7:4] = count[7:4] + 1;
			end
			if(count[7:4] == 10)
			begin
				count[7:4] = 0;
				count[11:8] = count[11:8] + 1;
			end
			if(count[11:8] == 10)
			begin
				count[11: 8] = 0;
				count[15:12] = count[15:12] + 1;
			end
			if(count[15:12] == 10)
			begin
				count[15:12] = 0;
				count[19:16] = count[19:16] + 1;
			end
			if(count[19:16] == 10)
			begin
				count[19:16] = 0;
			end
		end
	end
endmodule 
module GOBUFFS(clk,HEX1, HEX2, HEX3, HEX4,HEX5, HEX6);
	input clk;
	output reg [7:0]HEX1, HEX2, HEX3, HEX4,HEX5, HEX6; 
	reg counter = 16'b0000000000000000;
	always @(clk)
	begin
		counter = counter +1;
		if(counter % 4500 >= 0 && counter % 4500 <= 499)
		begin
			HEX1 = 8'b10001100;
			HEX2 = 8'b10000001;
			HEX3 = 8'b11111111;
			HEX4 = 8'b11100000;
			HEX5 = 8'b11000001;
			HEX6 = 8'b10111000;
		end
		if(counter % 4500 >= 500 && counter % 4500 <= 999)
		begin
			HEX1 = 8'b10000001;
			HEX2 = 8'b11111111;
			HEX3 = 8'b11100000;
			HEX4 = 8'b11000001;
			HEX5 = 8'b10111000;
			HEX6 = 8'b10111000;
		end
		if(counter % 4500 >= 1000 && counter % 4500 <= 1499)
		begin
			HEX1 = 8'b11111111;
			HEX2 = 8'b11100000;
			HEX3 = 8'b11000001;
			HEX4 = 8'b10111000;
			HEX5 = 8'b10111000;
			HEX6 = 8'b10100100;
		end
		if(counter % 4500 >= 1500 && counter % 4500 <= 1999)
		begin
			HEX1 = 8'b11100000;
			HEX2 = 8'b11000001;
			HEX3 = 8'b10111000;
			HEX4 = 8'b10111000;
			HEX5 = 8'b10100100;
			HEX6 = 8'b11111111;
		end
		if(counter % 4500 >= 2000 && counter % 4500 <= 2499)
		begin
			HEX1 = 8'b11000001;
			HEX2 = 8'b10111000;
			HEX3 = 8'b10111000;
			HEX4 = 8'b10100100;
			HEX5 = 8'b11111111;
			HEX6 = 8'b10001100;
		end
		if(counter % 4500 >= 2500 && counter % 4500 <= 2999)
		begin
			HEX1 = 8'b10111000;
			HEX2 = 8'b10111000;
			HEX3 = 8'b10100100;
			HEX4 = 8'b11111111;
			HEX5 = 8'b10001100;
			HEX6 = 8'b10000001;
		end
		if(counter % 4500 >= 3000 && counter % 4500 <= 3499)
		begin
			HEX1 = 8'b10111000;
			HEX2 = 8'b10100100;
			HEX3 = 8'b11111111;
			HEX4 = 8'b10001100;
			HEX5 = 8'b10000001;
			HEX6 = 8'b11111111;
		end
		if(counter % 4500 >= 3500 && counter % 4500 <= 3999)
		begin
			HEX1 = 8'b10100100;
			HEX2 = 8'b11111111;
			HEX3 = 8'b10001100;
			HEX4 = 8'b10000001;
			HEX5 = 8'b11111111;
			HEX6 = 8'b11100000;
		end
		if(counter % 4500 >= 4000 && counter % 4500 <= 4499)
		begin
			HEX1 = 8'b11111111;
			HEX2 = 8'b10001100;
			HEX3 = 8'b10000001;
			HEX4 = 8'b11111111;
			HEX5 = 8'b11100000;
			HEX6 = 8'b11000001;
		end				
	end
endmodule
module LFSR( clock, state, rando);
	input 			  clock;
	input 	  [1:0] state;
	output reg [8:0] rando;
	initial rando = 0;
	wire feedback = (rando[8] ^ rando[4]) || (rando == 0);
	always @ (posedge clock)
	begin
		if(state == 1)
		begin
			rando <= {rando[7:0],feedback};
		end
	end
endmodule 
module Project2_top( Clk_10M, HEX0, HEX1, HEX2, HEX3, HEX4, HEX5, KEY, LEDR, SW);
	input 		      Clk_10M;
	output     [7:0]  HEX0, HEX1, HEX2, HEX3, HEX4, HEX5;
	input	     [1:0]  KEY;
	output reg [9:0]  LEDR;
	input      [9:0]  SW;
	reg deltaKEY;
	wire  Clk_1K;
	reg  [1:0] state;
	wire [8:0] countdown;
	reg  [2:0] shifted;
	wire endCD;
	reg  [19:0] BCDHighScore = 99999;
	wire [19:0] BCDCurrentScore;
	reg  [19:0] Display;
	wire [19:0] DISPLAY;
	assign DISPLAY = Display;
	wire [7:0]  GBH0, GBH1, GBH2, GBH3, GBH4, GBH5;
	Clock_divider cdiv1(Clk_10M, Clk_1K);
	LFSR rand1(Clk_1K, state, countdown);
	always @ (countdown)
	begin
		case(countdown[8:5])
			0: shifted = 0;
			1: shifted = 1;
			2: shifted = 2;
			3: shifted = 3;
			4: shifted = 4;
			5: shifted = 5;
			6: shifted = 6;
			7: shifted = 7;
		endcase
	end
	Count_down cdow1(Clk_1K, countdown, state, endCD);
	Count_up   cup1(Clk_1K, state, BCDCurrentScore);
	always @ (SW[9])
	begin
		if(SW[9])
		begin
			Display = BCDHighScore;
		end
		else
		begin
			Display = BCDCurrentScore;
		end
	end
	GOBUFFS  GB(Clk_1K, GBH0, GBH1, GBH2, GBH3, GBH4, GBH5);
	Seven_Seg SS0(DISPLAY[ 3: 0],1,state,HEX0);
	Seven_Seg SS1(DISPLAY[ 7: 4],1,state,HEX1);
	Seven_Seg SS2(DISPLAY[11: 8],1,state,HEX2);
	Seven_Seg SS3(DISPLAY[15:12],0,state,HEX3);
	Seven_Seg SS4(DISPLAY[19:16],1,state,HEX4);
	Seven_Seg SS5(state,1,1,HEX5);
	always @ (*)
	begin
		if (!KEY[1])
		begin
			state = 1;
			LEDR = 0;
		end
		else if(state == 0)
		begin
			BCDHighScore = 99999;
			state = 1;
		end
		else if(state == 1)
		begin
			LEDR = 0;
			if(!KEY[0])
			begin
				deltaKEY = 1;
			end
			if(KEY[0] && deltaKEY)
			begin
				deltaKEY = 0;
				state   = 2;
			end
		end
		else if(state == 2)
		begin
			LEDR = 0;
			if(endCD && !(SW & 1 << shifted))
			begin
				state = 3;
			end
		end
		else if(state == 3)
		begin			
			LEDR = 1  << shifted;
			if(SW & 1 << shifted)
			begin 
				state = 1;
				if(BCDHighScore > BCDCurrentScore)
				begin
					BCDHighScore = BCDCurrentScore;
					if(BCDHighScore == 0)
						BCDHighScore = 99999;
				end
			end
		end
	end
endmodule 
module ProjectTwo(
	input 		          		ADC_CLK_10,
	input 		          		MAX10_CLK1_50,
	input 		          		MAX10_CLK2_50,
	output		     [7:0]		HEX0,
	output		     [7:0]		HEX1,
	output		     [7:0]		HEX2,
	output		     [7:0]		HEX3,
	output		     [7:0]		HEX4,
	output		     [7:0]		HEX5,
	input 		     [1:0]		KEY,
	output		     [9:0]		LEDR,
	input 		     [9:0]		SW
);
Project2_top  pj2t(ADC_CLK_10, HEX0, HEX1, HEX2, HEX3, HEX4, HEX5, KEY, LEDR, SW);
endmodule
module Seven_Seg(
	input [3:0] val,
	input noDecimal,
	input [1:0] enable,
	output reg [7:0] HEXX
	);
	always @ (*)
	begin
		if(enable == 1)
		begin
			case(val)
				0:  HEXX [7:0] = {noDecimal,7'b1000000};
				1:  HEXX [7:0] = {noDecimal,7'b1111001};
				2:  HEXX [7:0] = {noDecimal,7'b0100100};
				3:  HEXX [7:0] = {noDecimal,7'b0110000};
				4:  HEXX [7:0] = {noDecimal,7'b0011001};
				5:  HEXX [7:0] = {noDecimal,7'b0010010};
				6:  HEXX [7:0] = {noDecimal,7'b0000010};
				7:  HEXX [7:0] = {noDecimal,7'b1111000};
				8:  HEXX [7:0] = {noDecimal,7'b0000000};
				9:  HEXX [7:0] = {noDecimal,7'b0010000};
				10: HEXX [7:0] = {noDecimal,7'b0001000};
				11: HEXX [7:0] = {noDecimal,7'b0000011};
				12: HEXX [7:0] = {noDecimal,7'b1000110};
				13: HEXX [7:0] = {noDecimal,7'b0100001};
				14: HEXX [7:0] = {noDecimal,7'b0000110};
				15: HEXX [7:0] = {noDecimal,7'b0001110};
			endcase
		end
		else
		begin
			HEXX [7:0] = 8'b11111111;
		end
	end
endmodule
File: design/flow/run.sh
#!/bin/bash
# OpenROAD 26Q1-2900-gdf79404cd8, Yosys 0.63+post, stock flow scripts
make -C /OpenROAD-flow-scripts/flow DESIGN_CONFIG=/design/flow/config.mk WORK_HOME=/design/flow/orfs finish
File: design/flow/config.mk
export PLATFORM = sky130hd
export DESIGN_NAME = ProjectTwo
export DESIGN_NICKNAME = ProjectTwo
export VERILOG_FILES = /design/flow/design.v
export SDC_FILE = /design/flow/constraint.sdc
export NUM_CORES = 4
export LEC_CHECK = 1
export CORE_UTILIZATION = 40
File: design/flow/constraint.sdc
current_design ProjectTwo

set clk_period 3.6
set clk_io_pct 0.2

create_clock -name clk0 -period $clk_period [get_ports {ADC_CLK_10}]

set non_clock_inputs [all_inputs -no_clocks]
set_input_delay [expr $clk_period * $clk_io_pct] -clock clk0 $non_clock_inputs
set_output_delay [expr $clk_period * $clk_io_pct] -clock clk0 [all_outputs]
==> impl_metrics.py <==
# Auto-generated metrics
metrics = {
    "run_status": {
        "status": "finished, final reports clean",
    },
    "layout": {
        "instances_no_fill": 1015,
        "lay_top_cells": "nor2_1, nand2_1, clkdlybuf4s50_1, dfxtp_1",
        "drive_gt1_frac": 0.0722,
        "mi_logic_area_um2": 4010,
        "final_common_cell": "nor2_1",
        "fillCellCount": 1329,
        "syn_to_final_growth_pct": 15.5,
        "regArea_um2": 1690,
        "final_core_util": 0.477,
    },
    "timing": {
        "worst_pin_slew_ns": 0.896,
        "report.final.hold_viol_count": 0,
        "finClkSkew_ns": 0.00130,
        "slew_headroom": 0.403,
        "rsz0062_at_grt": "no",
        "finalCritPeriodShare": 0.907,
        "unclocked_regs": 73,
        "slew_violations": 0,
        "fin_setup_tns_ns": 0,
        "max_freq_mhz": 306,
        "min_period_ns": 3.27,
        "whs_ns": 0.458,
        "setup_viol_count_final": 0,
        "untimed_endpoints": 97,
    },
    "run": {
        "max_cap_viol_count": 0,
        "warning_count": 34,
    },
    "setup_path": {
        "path_class": "input port to output pin",
        "r2r_setup_slack_ns": 1.95,
        "worstPathArrival_ns": 2.55,
        "end_kind": "output pin",
        "r2r_end": "pj2t.cdiv1.countTo[7]",
        "critPathLaunchType": "input port",
        "r2r.worst_path.cells": 4,
        "worstPathMaxFanout": 21,
        "required_ns": 2.88,
        "r2r_start": "pj2t.cdiv1.countTo[5]",
    },
    "drt": {
        "vias": 5593,
        "ant_nets": 0,
        "drt_iter0_drc": 319,
        "dr.pass1.iters": 24,
        "drc": 0,
        "routed_wl_mm": 13.6,
        "wl_per_cell_um": 13.4,
        "antenna_cells": 0,
        "drt-vias-per-instance": 5.51,
    },
    "clock_tree": {
        "path_clk_slew_ns": 0.04,
        "tritoncts.num_buffers": 3,
        "clk_path_buf_depth": 2,
        "htree_levels": 1,
        "cts-root-buf": "clkbuf_16",
        "post_cts_buffers": 0,
        "worstSkewPairLatency_ns": 0.24,
        "tritoncts": "yes",
    },
    "power_and_ir_drop": {
        "p_comb_frac": 0.178,
        "power_uw": 462,
        "p_sw_uw": 95.5,
        "p_sw_frac": 0.207,
        "p_leak_uw": 0.00272,
        "p_per_area_nw_per_um2": 66.3,
        "seqPwrFrac": 0.376,
        "clkPwrFrac": 0.446,
        "ir_drop_mv": 0.333,
        "intPower_uw": 367,
    },
    "synthesis": {
        "postSynthAreaPerCell_um2": 7.76,
        "postSynthCellCount": 779,
        "ys_types": 77,
        "yosys_area_um2": 6050,
        "top_area_cell": "dfxtp_1",
        "yosys_warnings": 46,
        "synthTopCellsByArea": "dfxtp_1, dlxtn_1, ha_1, nor2_1, xnor2_1",
        "netlist.area_leader.share": 0.146,
        "synth-async-reset-ratio": 0,
        "ys.flop_type": "dfxtp_1",
        "yosys_cells": 779,
        "syn-cell-area_um2": 6050,
        "ys.flops": 88,
        "edf_count": 10,
    },
    "hold_path": {
        "whs_path_depth": 1,
        "hp-start": "pj2t.cdiv1.countTo[13]",
        "whs_endpoint": "pj2t.cdiv1.countTo[13]",
        "hp-class": "register to register",
    },
    "floorplanning": {
        "fp-utilization": 0.413,
        "die-area_um2": 15600,
        "io_pins": 73,
        "num_rows": 44,
        "core_area_um2": 14600,
        "die_h_um": 125,
        "die_w_um": 125,
    },
    "grt": {
        "grt_start_max_net_pins": 42,
        "grt_pass1_vias": 4998,
        "grt_pass1_wl_mm": 23.8,
        "grt_use_total": 0.181,
        "grt_overflow": 0,
        "grt_antenna_before_repair": 0,
    },
    "placement": {
        "dp_hpwl_mm": 10.5,
        "dp.cells": 1010,
        "io_buffers": 61,
        "gp_congestion": 0.853,
    },
}
## repair_timing
action / in CTS / in global routing
hold buffers: 0 / 0
resized: 0 / 10
endpoints found under the hold margin: 0 / 0
endpoints found under the setup margin: 0 / 28
## critical path, stage by stage
cell and delay, ns:
dlymetal6s2s_1 0.23, buf_12 0.20, mux2i_1 0.25, buf_4 0.19, nand2_1 0.10, nor2_1 0.13, a211oi_1 0.06, o21ai_0 0.18
clkdlybuf4s50_1 0.48
## through the flow
stage               instance area [um^2]  setup WS, ns
detailed placement                  6870       0.00411
CTS                                 6950       0.00253
global placement                    6870        0.0239
floorplan                           6070         0.786
global route                        6980         0.157
finish                              6980         0.334
## routing by layer
| layer | global-route usage | up-vias | wire length (um) |
|---|---|---|---|
| met2 | 0.289 | 113 | 6160 |
| met4 | 0.00646 | 0 | 65 |
| met5 | 0 | - | 0 |
| met3 | 0.00567 | 7 | 451 |
| met1 | 0.293 | 2586 | 6930 |
| li1 | - | 2887 | - |
## registers in the layout (all words and copies together), names as in the netlist
name and count:
pj2t.BCDHighScore 20, pj2t.shifted 3, pj2t.cdiv1.outClock 1, pj2t.rand1.rando 9, pj2t.cdiv1.countTo 14, pj2t.deltaKEY 1, pj2t.state 2, pj2t.cdow1.count 9
pj2t.cdow1.done 1, pj2t.LEDR 8, pj2t.cup1.count 20
## cells by family after synthesis
| logic type | after synthesis | synth area share |
|---|---|---|
| compound gates | 186 | 0.212 |
| xor+xnor | 52 | 0.0791 |
| fa+ha+maj | 34 | 0.0704 |
| buf+inv | 80 | 0.0617 |
| flops | 54 | 0.195 |
| latches | 34 | 0.0844 |
| mux | 25 | 0.0470 |
| other cells | 2 | 0.00124 |
| simple gates | 312 | 0.249 |
## cells in the mapped netlist (3+ instances only)
cell and number:
mux2i_1 16, xnor2_1 38, edfxtp_1 10, nor3_1 18, xor2_1 11, buf_1 5, o211ai_1 6, xnor2_2 3
buf_6 4, dlxtn_1 34, buf_2 3, a21o_1 5, a31oi_1 4, nand4_1 16, a211oi_1 8, mux2_2 6
nor4_1 9, ha_1 34, inv_1 31, nor3b_1 4, a221oi_1 7, o21a_1 21, nor2b_1 8, o21ai_1 9
o21ai_0 46, a21oi_1 35, nand3_1 34, and2_1 6, or3_1 3, dfxtp_1 44, and4_1 4, o221ai_1 14
nand2b_1 20, nand2_1 74, buf_4 10, o2111ai_1 3, clkbuf_1 22, and3_1 12, nor2_1 94
## power groups by stage
| stage | clock (uW) | sequential (uW) | combinational [uW] |
|---|---|---|---|
| CTS | 208 | 174 | 78.5 |
| global route | 220 | 173 | 91.8 |
| finish | 206 | 174 | 82.4 |
## worst max path at each step
stage / slack [ns] / cells past startpoint / endpoint / start
final: 0.33 / 9 / HEX2[3] / SW[9]
after global routing: 0.16 / 9 / HEX3[0] / SW[9]
after CTS: 0.003 / 7 / HEX0[3] / SW[9]
## cell type report
cell class                 instances  area share
sequential                        88       0.242
inverter                          35      0.0188
timing repair buffer              87       0.120
tap                              184      0.0330
clock buffer                       4      0.0113
multi-input combinational        617       0.574
Power is estimated from default activity; no workload was simulated.
